## /design/flow/run.sh

```bash
#!/bin/bash
# OpenROAD 26Q1-2900-gdf79404cd8, Yosys 0.63+post, stock flow scripts
make -C /OpenROAD-flow-scripts/flow DESIGN_CONFIG=/design/flow/config.mk WORK_HOME=/design/flow/orfs finish
```

## /design/flow/config.mk

```make
export PLATFORM = sky130hd
export DESIGN_NAME = three_layer_decryption
export DESIGN_NICKNAME = three_layer_decryption
export VERILOG_FILES = /design/flow/design.v
export SDC_FILE = /design/flow/constraint.sdc
export NUM_CORES = 4
export LEC_CHECK = 1
export CORE_AREA = 10 10 94 94
export DIE_AREA = 0 0 104 104
```

## /design/flow/constraint.sdc

```tcl
current_design three_layer_decryption

set clk_period 1.3
set clk_io_pct 0.2

create_clock -name clk0 -period $clk_period [get_ports {clk}]

set non_clock_inputs [all_inputs -no_clocks]
set_input_delay [expr $clk_period * $clk_io_pct] -clock clk0 $non_clock_inputs
set_output_delay [expr $clk_period * $clk_io_pct] -clock clk0 [all_outputs]
```

## /design/flow/design.v

```verilog
module three_layer_decryption(
    input [7:0] encrypted_data,
    input wire clk,
    input wire rst_n,
    output wire [7:0] decrypted_data
);
reg [7:0] inverted_bits;
reg [7:0] grey_code;
reg [7:0] circular_shifted;
always @(posedge clk or negedge rst_n) begin
    if (~rst_n) begin
        inverted_bits <= 8'b00000000;  
    end else begin
        inverted_bits <= ~encrypted_data;
    end
end
always @(posedge clk or negedge rst_n) begin
    if (~rst_n) begin
        grey_code <= 8'b00000000;  
    end else begin
        grey_code[0] <= inverted_bits[0];
        grey_code[1] <= inverted_bits[1] ^ grey_code[0];
        grey_code[2] <= inverted_bits[2] ^ grey_code[1];
        grey_code[3] <= inverted_bits[3] ^ grey_code[2];
        grey_code[4] <= inverted_bits[4] ^ grey_code[3];
        grey_code[5] <= inverted_bits[5] ^ grey_code[4];
        grey_code[6] <= inverted_bits[6] ^ grey_code[5];
        grey_code[7] <= inverted_bits[7] ^ grey_code[6];
    end
end
always @(posedge clk or negedge rst_n) begin
    if (~rst_n) begin
        circular_shifted <= 8'b00000000;  
    end else begin
        circular_shifted <= {grey_code[0], grey_code[7:1]};  
    end
end
assign decrypted_data = circular_shifted;
endmodule
```

==> run notes <==
Item: results of the latest flow run.

- The critical path endpoint has a required time of 1.04 ns.
- The die height is 104 um.
- Hold-check failures listed in the final report amount to 0.
- The area added between synthesis and finish is 49.5%.
- The most area-hungry cell type in the Yosys netlist is dfrtp_1.
- The number of distinct standard cells referenced by the synthesized netlist is 3.
- For this sky-water flow run, the detailed-routed wirelength per cell is reported as 6.90 um.
- Yosys reported a register bit count of 24.
- Per the CTS log, the maximum H-tree level is 1.
- The total instance count after detailed placement is 153.
- After synthesis, the most frequently instantiated cells are dfrtp_1 (24), inv_1 (8), xor2_1 (7).
- After synthesis, the mean cell area works out to 17.7 um2.
- Once layout is done, the placed cells without fillers occupy 1030 um2.
- The type of the tightest min-delay check is flop to flop.
- The area of placed instances is 990 um2.
- The non-filler instance count after layout is 157.
- The number of max-slew violations in the final report is 0.
- The post-route clock skew is 0.00173 ns.
- Across all layers, the routed design uses 315 vias.
- The flow reports that combinational logic draws 9.2% of the design power.
- The report lists the power per cell area as 1490 nW/um2.
- The via density per instance is 2.01.
- Sequential elements use 86.8% of the synthesized area.
- For the worst-skew pair, the clock arrives at the later sink with an insertion delay of 0.25 ns.
- The post-DP HPWL is 820 um.
- Static timing analysis puts the maximum clock frequency at 879 MHz.
- The horizontal extent of the die is 104 um.
- The layout summary lists the proportion of cells stronger than drive strength 1 as 8.20%.
- Per STA, the highest per-stage delay on the worst path measures 0.38 ns.
- The cell count in the Yosys report is 39.
- Setup repair after global routing left no endpoint under its margin.
- The core region is 6830 um2.
- For this run the aggregate overflow at the end of global routing stands at 0.
- The number of warnings issued by yosys is 1.
- The script parses the final routing iteration and logs DRC violations as 0.
- In the synthesis report, Yosys lists the chip area as 692 um2.
- TritonCTS created 3 clock buffers.
- The fraction of the core area occupied by cells at floorplan is 10.1%.
- After synthesis, the cell types taking the most area are dfrtp_1 (87%), xor2_1 (8.9%), inv_1 (4.3%).
- Listed in order, past its start point the critical path passes dlygate4sd2_1.
- In this design, the largest share of critical-path delay is due to flip-flops.
- The critical path arrival is 0.88 ns.
- Dividing the final minimum period by the clock period gives 87.5%.
- Among all stages on the critical path, the largest delay is contributed by dfrtp_1.
- For the final routed database, the setup TNS stands at 0 ns.
- The number of detailed-routing iterations run before antenna repair is 1.
- The number of antenna violations at the first check in global routing is 0.
- Per the timing report, the biggest fanout along the worst path comes to 1.
- The slew at the pin closest to its max-slew limit is 0.292 ns.
- The clock root buffer master is clkbuf_8.
- STA classifies the critical path startpoint as a flop.
- The run reported a max-capacitance violation count of 0.
- The area share of the largest cell type after synthesis is 86.8%.
- The number of fill cells is 774.
- The clock tree has to reach 24 sinks.
- The post-route minimum period is 1.14 ns.
- Measured on the finished design, the core utilization comes to 15.1%.
- In this run the deepest clock path goes through 2 buffers.
- For reference, the placement row count at floorplan is 30.
- In this run the remaining antenna-violating nets after routing total 0.
- The worst setup path category is flop to primary output.
- The reported leakage power is 0.463 nW.
- The internal power of the cells totals 1.24 mW.
- Before any placement, the netlist area is recorded as 692 um2.
- The share of flip-flops with an asynchronous set or reset is 100%.
- The number of global-route vias before repair is 362.
- Among all flip-flop cells after synthesis, the most frequent one is dfrtp_1.
- The flow reports that the clock network draws 30.9% of the design power.
- The most common cell in the synthesized netlist is dfrtp_1.
- The final weighted congestion in routability-driven placement is 0.697.
- The run finished with clean final reports.
- Summed over all nets, the switching power comes to 0.297 mW.
- The total length of routed wires is 1.08 mm.
- The final setup violation count is 0.
- The synthesized design contains 0 enable-type register cells.
- The power report shows net switching accounting for 19.3% of the total.
- The DRC marker count from the first detailed-route iteration is 0.
- The I/O pin count is 18.
- Sequential cells account for 59.8% of the total power.
- The highest ir drop seen on vdd is 0.000523 V.
- In the final layout, the multi-input gates occupy 61.3 um2.
- The synthesized instance count is 39.
- The overall chip area is 10800 um2.
- The number of buffers inserted for hold repair after clock tree synthesis is 0.
- In the global route stage, overall resource usage came out at 2.15%.
- Once the clock tree was built, the setup fixing pass inserted 0 buffers.
- The storage element area is 601 um2.
- The worst relative slew slack is 80.5%.
- The first global-routing pass estimated 1.86 mm of wire.
- The number of antenna repair diodes is 0.
- The worst hold-check slack is 0.351 ns.
- The TritonCTS clock tree is done.
- The nature of the critical path endpoint is a primary output.
- The number of OpenROAD warnings is 25.
- Entering global routing, the biggest net connects 25 pins.
- On the reported timing paths, the clock transition at the registers reads 0.07 ns.
- The number of buffer and inverter instances along the worst setup path is 1.
- The count of buffers added on input and output ports is 17.
## repair_timing
item | 4_1_cts | 5_1_grt
endpoints found under the setup margin | 8 | 0
resized | 8 | 0
hold endpoints to repair | 0 | 0
## final cells by class
class | count | area share (%)
Clock buffer | 4 | 5.32
Inverter | 8 | 2.90
Multi-Input combinational cell | 7 | 5.93
Sequential cell | 24 | 58.0
Tap cell | 96 | 11.6
Timing Repair Buffer | 18 | 16.2
## flip-flops by register name, indices dropped and copies added (netlist names)
register	cells
circular_shifted	8
grey_code	8
inverted_bits	8
## cell families (layout without fill, tap and decap cells)
family	count (synthesis)	in the layout	share of synthesized area, %
XOR/XNOR	7	7	8.86
buffers and inverters	8	30	4.34
flip-flops	24	24	86.8
## power groups by stage
stage         registers, mW  logic (mW)  clock network, mW
CTS                   0.923       0.148              0.498
finish                0.920       0.142              0.476
global route          0.939       0.162              0.536
## path summary, 6_finish.rpt
kind                                     start                  end  slack [ns]  depth (start not counted)
max in group asynchronous                rst_n         grey_code[4]        0.72                          2
hold reg to reg                   grey_code[7]  circular_shifted[6]        0.35                          0
setup / recovery           circular_shifted[2]    decrypted_data[2]        0.16                          1
setup reg to reg                  grey_code[4]         grey_code[5]        0.63                          1
hold / removal                    grey_code[7]  circular_shifted[6]        0.35                          0
min in group asynchronous                rst_n  circular_shifted[3]        0.36                          2
## per-layer routing
| layer | up-vias | track usage, % | wire length, um |
|---|---|---|---|
| li1 | 152 | - | - |
| met4 | 0 | 0 | 0 |
| met2 | 21 | 2.16 | 266 |
| met5 | - | 0 | 0 |
| met3 | 0 | 2.38 | 233 |
| met1 | 142 | 3.01 | 584 |
## per-stage QoR
stage / power [mW] / setup WS, ns
5_1_grt: 1.64 / 0.118
2_1_floorplan: 0.948 / 0.670
3_3_place_gp: 1.12 / 0.238
6_report: 1.54 / 0.162
4_1_cts: 1.57 / 0.147
3_5_place_dp: 1.12 / 0.242
## placed cells by master (no fill, tap or decap)
| cell type | n |
|---|---|
| dfrtp_1 | 24 |
| clkdlybuf4s50_1 | 9 |
| inv_1 | 8 |
| dlygate4sd2_1 | 8 |
| xor2_1 | 7 |
| clkbuf_8 | 4 |
| buf_4 | 1 |
Power and IR drop assume default switching activity.
