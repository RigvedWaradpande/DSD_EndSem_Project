$ cat ./design.v
module three_layer_encryption(
    input [7:0] in_data,
    input wire clk,
    input wire rst_n,
    output reg [7:0] encrypted_data
);
reg [7:0] circular_shifted;
reg [7:0] grey_code;
reg [7:0] inverted_bits;
always @(posedge clk or negedge rst_n) begin
    if (~rst_n) begin
        circular_shifted <= 8'b00000000;  
    end else begin
        circular_shifted <= {in_data[0], in_data[7:1]};  
    end
end
always @(posedge clk or negedge rst_n) begin
    if (~rst_n) begin
        grey_code <= 8'b00000000;  
    end else begin
        grey_code[0] <= circular_shifted[0];
        grey_code[1] <= circular_shifted[1] ^ circular_shifted[0];
        grey_code[2] <= circular_shifted[2] ^ circular_shifted[1];
        grey_code[3] <= circular_shifted[3] ^ circular_shifted[2];
        grey_code[4] <= circular_shifted[4] ^ circular_shifted[3];
        grey_code[5] <= circular_shifted[5] ^ circular_shifted[4];
        grey_code[6] <= circular_shifted[6] ^ circular_shifted[5];
        grey_code[7] <= circular_shifted[7] ^ circular_shifted[6];
    end
end
always @(posedge clk or negedge rst_n) begin
    if (~rst_n) begin
        inverted_bits <= 8'b00000000;  
    end else begin
        inverted_bits <= ~grey_code;
    end
end
always @* begin
    encrypted_data = inverted_bits;
end
endmodule
$ cat ./run.sh
#!/bin/bash
# OpenROAD 26Q1-2900-gdf79404cd8, Yosys 0.63+post, stock flow scripts
make -C /OpenROAD-flow-scripts/flow DESIGN_CONFIG=/design/flow/config.mk WORK_HOME=/design/flow/orfs finish
$ cat ./config.mk
export PLATFORM = sky130hd
export DESIGN_NAME = three_layer_encryption
export DESIGN_NICKNAME = three_layer_encryption
export VERILOG_FILES = /design/flow/design.v
export SDC_FILE = /design/flow/constraint.sdc
export NUM_CORES = 4
export LEC_CHECK = 1
export CORE_AREA = 10 10 75 75
export DIE_AREA = 0 0 85 85
$ cat ./constraint.sdc
current_design three_layer_encryption

set clk_period 1.0
set clk_io_pct 0.2

create_clock -name clk0 -period $clk_period [get_ports {clk}]

set non_clock_inputs [all_inputs -no_clocks]
set_input_delay [expr $clk_period * $clk_io_pct] -clock clk0 $non_clock_inputs
set_output_delay [expr $clk_period * $clk_io_pct] -clock clk0 [all_outputs]
==> job_summary.md <==
### Flow metrics

| Metric | Value |
|---|---|
| Outcome | `finished, final reports clean` |
| Maximum Capacitance Violations | `0` |
| Post-route ant nets | `0` |
| Num CTS Buffers | `3` |
| Core Rows | `23` |
| Seq share, synth | `86.8%` |
| Yosys Chip Area | `692 sq um` |
| CTS H-tree depth | `1` |
| Met1 Usage GRT | `3.48%` |
| Clock buffer depth | `2` |
| Reg2reg setup slack | `0.32 ns` |
| Clock tree from TritonCTS | `yes` |
| Post-synth regs | `24` |
| Yosys warning tally | `1` |
| Worst slew margin | `91.5%` |
| Met3 usage | `2.89%` |
| Setup violations, final | `0` |
| Top cell area share | `86.8%` |
| Share of cells above drive strength 1 | `21.3%` |
| Routed WL | `925 microns` |
| RSZ-0062 raised after global routing | `no` |
| Tcrit/Tclk final | `93.9%` |
| WP buf/inv | `1` |
| Top cells, area | `dfrtp_1 87%, xor2_1 8.9%, inv_1 4.3%` |
| PortBufs | `17` |
| Yosys cell count | `39` |
| Worst setup EP type | `output pin` |
| Post-CTS Resized | `21` |
| Num ports | `18` |
| Post-cts hold buffer count | `0` |
| WP data arrival | `0.74 ns` |
| FP Core Util | `17.1%` |
| Worst Path Required | `0.80 ns` |
| PD cells | `2030 nW/um^2` |
| Die ar. | `7230 sq um` |
| CP max FO | `1` |
| Root buffer cell | `clkbuf_8` |
| N_diodes | `0` |
| HP Class | `primary input to asynchronous set/reset pin` |
| Detailed-route via count | `312` |
| Sink Count | `24` |
| Worst skew pair latency | `0.25 ns` |
| Crit path time final | `0.939 ns` |
| Post-Layout Cell Count | `111` |
| Synth area leader | `dfrtp_1` |
| Clock Pin Slew Worst Setup and Hold Paths | `0.07 ns` |
| Hold WS | `0.290 ns` |
| Yosys cell types | `3` |
| Area Overhead vs Synth | `41.0%` |
| Fmax | `1060 MHz` |
| Actual slew at the worst max-slew pin | `0.127 ns` |
| Initial drt markers | `6` |
| Worst setup margin | `0.0606 ns` |
| Vias in the first global route | `338` |
| Grt met2 use | `2.66%` |
| DRC | `0` |
| Post-synth design cell area | `692 sq um` |
| Log Warnings | `25` |
| Crit Path Category | `flop to output pin` |
| Slew Viols, Final | `0` |
| Leak pwr | `0.465 nW` |
| Placer Congestion | `0.629` |
| Vias per Instance | `2.81` |
| Crit path max-delay family | `flip-flops` |
| HPWL Detailed | `725 microns` |
| Largest net degree at the start of global routing | `25` |
| Clock Skew | `0.000675 ns` |
| Slowest stage delay, CP | `0.37 ns` |
| Cells along the critical path | `buf_2` |
| Die H | `85 microns` |
| DRT Pass-1 Iters | `2` |
| Setup_tns | `0 ns` |
| Final hold vios | `0` |
| First-pass GRT wire length | `1.51 mm` |
| Most used routing layer | `met1` |
| CP startpoint kind | `flop` |
| Wire per inst | `8.33 microns` |
| Width of the die | `85 microns` |
| Total grt overflow | `0` |
| Highest-delay cell along the critical path | `dfrtp_1` |
| Pre-CTS setup slack | `0.0135 ns` |
| Post-synthesis average cell area | `17.7 sq um` |
| Initial antenna violation count | `0` |
| Max VDD drop | `820 uV` |
| GRT Util Overall | `2.57%` |
| Core area | `4060 sq um` |
| Placed cells | `107` |
| Post-Synthesis Cells | `39` |
| Setup bufs post-CTS | `0` |
-- placed cells by master (no fill, tap or decap), drive strengths merged --
master	instances
inv	8
bufinv	1
xor2	7
dfrtp	24
buf	6
clkdlybuf4s50	9
clkbuf	6
-- kinds of logic after synthesis --
family / after synthesis / synth area share [%]
XOR/XNOR: 7 / 8.86
buffers and inverters: 8 / 4.34
flip-flops: 24 / 86.8
-- final cells by class --
type                            count  area, sq um
Tap cell                           50         62.6
Sequential cell                    24          601
Clock inverter                      1         30.0
Inverter                            8         30.0
Timing Repair Buffer               18          150
Clock buffer                        3         41.3
Multi-Input combinational cell      7         61.3
Fill cell                         407         3080
-- through the flow --
step	instance area (sq um)	utilization, %	power, mW
after floorplan	692	-	1.11
after global placement	945	23.3	1.24
after detailed placement	945	23.3	1.24
after CTS	991	24.4	2.01
after global routing	976	24.1	2.06
final	976	24.1	1.98
-- metal layers --
metal	up-vias	routed length (microns)
met2	21	263
met4	0	0
li1	154	-
met1	137	457
met3	0	204
met5	-	0
-- power breakdown --
group,switching (mW),internal [mW],leakage [nW]
logic,0.0413,0.0726,0.149
registers,0.0271,1.05,0.280
clock network,0.260,0.534,0.0357
-- final timing paths --
path,start,cells after the start,to
worst max-delay path,inverted_bits[1],1,encrypted_data[1]
worst min-delay path,rst_n,2,inverted_bits[0]
worst max register to register,circular_shifted[2],1,grey_code[3]
worst min register to register,grey_code[3],1,inverted_bits[3]
max in group asynchronous,rst_n,2,grey_code[2]
min in group clk0,in_data[7],1,circular_shifted[6]
-- synth_stat cells, drive strengths merged --
master	number
dfrtp	24
xor2	7
inv	8
-- state kept, by name, summed over array words and instances (netlist names) --
signal	count
inverted_bits	8
circular_shifted	8
grey_code	8
Power and IR drop assume default switching activity.
